==> design/flow/design.v <==
`timescale 1ns / 1ps
module BTB_BHT #(
    parameter BTB_ADDR_LEN = 5                      
)(
    input clk,
    input rst,
    input BranchE,
    input BTB_HitE,
    input BHT_HitE,
    input BrInstE,
    input [31:0] PCF,                            
    input [31:0] PCE,                            
    input [31:0] BrNPC,                          
    output [31:0] PredictPC,                     
    output reg BTB_HitF,
    output reg BHT_HitF
);
localparam BTB_SIZE = 1 << BTB_ADDR_LEN;
wire we;
wire clear;
wire [BTB_ADDR_LEN - 1:0] PCF_addr, PCE_addr;
assign PCF_addr = {PCF[BTB_ADDR_LEN - 1:0]};
assign PCE_addr = {PCE[BTB_ADDR_LEN - 1:0]};
assign we = (BranchE & ~BTB_HitE);
assign clear = (~BranchE & BTB_HitE & BrInstE);
assign PredictPC = (BTB_HitF & BHT_HitF) ? BTB[PCF_addr][31:0] : 32'dx;
assign BHT_HitF = 1'b0;
reg [64:0] BTB [0:BTB_SIZE - 1];       
reg [1:0] BHT [0:BTB_SIZE - 1];
always @(*) begin
    if (rst) begin
        BTB_HitF = 1'b0;
    end
    else begin
        if (BTB[PCF_addr][64] == 1'b1 && PCF == BTB[PCF_addr][63:32]) begin
            BTB_HitF = 1'b1;
        end
        else begin
            BTB_HitF = 1'b0;
        end
    end
end
always @(posedge clk or posedge rst) begin
    if (rst) begin
        for (integer i = 0; i < BTB_SIZE; i++) begin
            BTB[i] <= 65'd0;
        end
    end
    else begin
        if (we) begin
            BTB[PCE_addr] <= {1'b1, PCE, BrNPC};
        end
        else if (clear) begin
            BTB[PCE_addr][64] <= 1'b0;
        end
    end
end
always @(posedge clk or posedge rst) begin
    if (rst) begin
        for (integer i = 0; i < BTB_SIZE; i++) begin
            BHT[i] <= 2'b11;
        end
    end
    else begin
        case (BHT[PCF_addr])
        2'b00:
        begin
            if (~BranchE & BrInstE) begin
                BHT[PCF_addr] <= 2'b00;
            end
            else if (BranchE & BrInstE) begin
                BHT[PCF_addr] <= 2'b01;
            end
            else begin
                BHT[PCF_addr] <= 2'b00;
            end
        end
        2'b01:
        begin
            if (~BranchE & BrInstE) begin
                BHT[PCF_addr] <= 2'b00;
            end
            else if (BranchE & BrInstE) begin
                BHT[PCF_addr] <= 2'b10;
            end
            else begin
                BHT[PCF_addr] <= 2'b01;
            end
        end
        2'b10:
        begin
            if (~BranchE & BrInstE) begin
                BHT[PCF_addr] <= 2'b01;
            end
            else if (BranchE & BrInstE) begin
                BHT[PCF_addr] <= 2'b11;
            end
            else begin
                BHT[PCF_addr] <= 2'b10;
            end
        end
        2'b11:
        begin
            if (~BranchE & BrInstE) begin
                BHT[PCF_addr] <= 2'b10;
            end
            else if (BranchE & BrInstE) begin
                BHT[PCF_addr] <= 2'b11;
            end
            else begin
                BHT[PCF_addr] <= 2'b11;
            end
        end
        default:
        begin
            BHT[PCF_addr] <= 2'b11;
        end
        endcase
    end
end
endmodule
==> design/flow/run.sh <==
#!/bin/bash
# OpenROAD 26Q1-2900-gdf79404cd8, Yosys 0.63+post, stock flow scripts
make -C /OpenROAD-flow-scripts/flow DESIGN_CONFIG=/design/flow/config.mk WORK_HOME=/design/flow/orfs finish
==> design/flow/config.mk <==
export PLATFORM = sky130hd
export DESIGN_NAME = BTB_BHT
export DESIGN_NICKNAME = BTB_BHT
export VERILOG_FILES = /design/flow/design.v
export SDC_FILE = /design/flow/constraint.sdc
export NUM_CORES = 4
export LEC_CHECK = 1
export CORE_UTILIZATION = 40
==> design/flow/constraint.sdc <==
current_design BTB_BHT

set clk_period 11.5
set clk_io_pct 0.2

create_clock -name clk0 -period $clk_period [get_ports {clk}]

set non_clock_inputs [all_inputs -no_clocks]
set_input_delay [expr $clk_period * $clk_io_pct] -clock clk0 $non_clock_inputs
set_output_delay [expr $clk_period * $clk_io_pct] -clock clk0 [all_outputs]
==> impl_results.rst <==
Metrics
=======

.. list-table::
   :header-rows: 1

   * - Metric
     - Value
   * - Count of placed standard cells including taps
     - 5129
   * - Power dissipated by switching net loads
     - 2.269 mW
   * - Switch share
     - 24.75%
   * - Antenna violations before repair
     - 10
   * - Global-route total usage across every layer
     - 31.90%
   * - Top area contributor share
     - 55.99%
   * - Resized cells post-CTS
     - 0
   * - Global-route wire length before repair
     - 258000 um
   * - Ys Warns
     - 4
   * - Worst slew margin relative to its limit
     - 36.46%
   * - Final setup violation count
     - 0
   * - Filler-free cell count of the finished design
     - 5344
   * - CTS tree
     - built
   * - Endpoint of the lowest-slack register-to-register path
     - BTB[0][40]$_DFFE_PP0P_
   * - Class of the tightest hold or removal check
     - reg -> reg
   * - Mapped Avg Cell Area
     - 12.81 sq um
   * - Hold Violations, Final
     - 0
   * - TritonCTS Buffers
     - between 100 and 150
   * - Synthesis area per yosys
     - ~47000 sq um
   * - Worst skew pair latency
     - 0.70 ns
   * - Maximum number of buffers from clock root to sink
     - 3
   * - Number of cells on the worst reg-to-reg path
     - 1
   * - Total leakage power
     - roughly 25 nW
   * - Internal reg-to-reg setup slack
     - 10.65 ns
   * - Count of mapped cells out of synthesis
     - 3683
   * - DRC marker count from the first detailed-route iteration
     - 3066
   * - Power share of the combinational group
     - a little over a tenth
   * - Maximum level of the CTS H-tree
     - 3
   * - Worst Tran Pin Value
     - 0.9291 ns
   * - Critical Path Start Type
     - primary input
   * - Log Warnings
     - 68
   * - Routed WL
     - ~180000 um
   * - Remaining global-route overflow
     - 0
   * - Clock-pin slew reported for the worst setup and hold paths after clock tree synthesis
     - 0.06 ns
   * - Maximum capacitance violations
     - 0
   * - Routability cong.
     - 0.9613
   * - Placeable core area
     - 116500 sq um
   * - Launch point of the worst reg-to-reg path
     - BTB[0][40]$_DFFE_PP0P_
   * - Via count of the first global-routing pass
     - roughly 33000
   * - Library cell with the largest summed area after synthesis
     - dfrtp_1
   * - Post-synthesis sequential element count
     - 1056
   * - Pins over their slew limit
     - 0
   * - Detail-routed via count per cell
     - 6.251
   * - Hold Path Cell Cnt
     - 1
   * - Worst EP required
     - ~9.2 ns
   * - Hold slack
     - 0.4630 ns
   * - Critical Path End Type
     - primary output
   * - Row cnt
     - 125
   * - Worst Clk Skew
     - 0 ns
   * - Detailed placement HPWL
     - 107800 um
   * - Fraction of final layout cells sized beyond drive strength 1
     - between 30% and 40%
   * - Buffers on Ports
     - roughly 69
   * - Tmin final
     - 10.15 ns
   * - Post-Synthesis Cell Area
     - 47200 sq um
   * - Unrepaired setup endpoints after global routing
     - no
   * - Post-synth seq share
     - 55.99%
   * - Startpoint of the worst setup timing path
     - PCF[3]
   * - Main synth FF type
     - dfrtp_1
   * - Fmax
     - 98.51 MHz
   * - Count of antenna-violating nets left after detailed routing
     - 0
   * - Max reg flops
     - 1056
   * - Outcome
     - finished, final reports clean
   * - Yosys stat cell total
     - 3683
   * - Distinct lib cells used
     - a little over 80
   * - Top Ports
     - 136
   * - Clock tree sinks
     - between 1000 and 1500
   * - Hold buffers post-CTS
     - 0
   * - Most flop-heavy register
     - BTB
   * - Routed vias
     - between 30000 and 40000
   * - Detail-routed net length per standard cell
     - 33.91 um
   * - Worst endpoint data arrival time
     - 7.85 ns
   * - Clk network pwr share
     - around two fifths
   * - Capturing instance or port of the critical path
     - BTB_HitF
   * - Maximum number of pins on one net before global-route repair
     - 120
   * - Worst vdd rail ir drop
     - 125.1 uV
   * - Fraction of synthesis flops using an asynchronous set or reset pin
     - 100.0%
   * - Path type of the worst setup path
     - in -> out
   * - Largest regs
     - BTB x1056
   * - Area added between synthesis and finish
     - 14.07%
   * - Width of the die
     - 345.5 um
   * - Starting density of the core
     - 40.50%
   * - PD cells
     - 170.3 nW/um^2
   * - Die Height
     - 345.5 um
   * - Flip-flops with a built-in enable
     - 0
   * - Number of DRC violations after detailed routing
     - 0
   * - Synth top area cells
     - dfrtp_1, mux2_2, a22oi_1
   * - Reg power frac
     - 48.1%
   * - Count of buffers added by post-CTS timing repair for setup
     - 0
   * - Length of the first detailed-routing pass in iterations
     - 5
   * - Critical-path maximum fanout
     - 21
   * - Total die size
     - 119400 sq um
   * - Root Buffer
     - clkbuf_16
   * - Power Internal
     - 6.901 mW
   * - Post-layout period usage
     - between 80% and 90%
   * - Core occupancy in the finished layout
     - a little under half
==> kinds of logic after synthesis <==
| group | share of synthesized area, % |
|---|---|
| AOI/OAI and AO/OA | 8.478 |
| DFF | 55.99 |
| other | 0.007946 |
| muxes | 22.28 |
| xor gates and xnor gates | 0.2598 |
| and+or+nand+nor | 9.388 |
| buffers and inverters | 3.598 |
==> placed cells by master, fill, tap and decap left out, types with 33 or more instances in the layout <==
cell type           n
a22o_1             47
nor3_1             41
nand3_1            64
and2_1             68
conb_1             33
or2_2              39
nor2_1             49
nand2_1            65
dfrtp_1          1056
o21ai_0            64
nand2b_1           60
and3_1            132
mux2_2            879
mux2i_1            57
nand4_1            72
clkbuf_16         117
clkbuf_8           41
buf_4             176
a221oi_1           33
a2111oi_0          38
a22oi_1           214
clkdlybuf4s50_1    64
==> routing by layer <==
metal / track usage [%] / routed length (um) / vias to the layer above
li1: - / - / 13600
met1: 44.32 / 70520 / 17440
met2: 44.64 / 77940 / 1901
met3: 14.33 / 23070 / 456
met4: 13.26 / 9664 / 8
met5: 0.2001 / 46 / -
==> stage by stage <==
stage | area, sq um | power, mW | setup TNS, ns | setup WS [ns]
5_1_grt | 53820 | 9.470 | 0 | 1.274
6_report | 53840 | 9.170 | 0 | 1.349
2_1_floorplan | 47320 | 5.112 | -5661.78 | -5.362
3_3_place_gp | 49950 | 5.400 | 0 | 1.557
3_5_place_dp | 49950 | 5.433 | 0 | 1.563
4_1_cts | 53820 | 9.188 | 0 | 1.551
==> cell usage after synthesis, types with 5 or more instances <==
library cell and number:
a2111oi_0 38, a211oi_1 15, a21oi_1 29, a221oi_1 33, a22o_1 47, a22oi_1 214, a32oi_1 15, and2_1 69
and3_1 132, and3b_1 6, and4_1 8, buf_1 52, buf_2 43, buf_4 48, buf_6 8, clkbuf_1 206
dfrtp_1 1056, inv_1 17, mux2_2 879, mux2i_1 57, nand2_1 88, nand2b_1 60, nand3_1 64, nand3b_1 8
nand4_1 72, nor2_1 79, nor2_2 9, nor2b_1 26, nor3_1 41, nor3b_1 5, nor4_1 20, o2111ai_1 5
o211ai_1 7, o21ai_0 64, o22ai_1 19, o32ai_1 6, or2_2 39, or3b_2 6, or4_1 6, xor2_1 10
==> critical path, stage by stage <==
cell,delay (ns)
buf_2,0.39
buf_4,0.47
or3b_1,0.61
nor2_4,0.56
a2111oi_0,0.23
and4_1,0.32
and3_1,0.22
or4b_1,0.51
nor4_1,0.61
nand4_1,0.34
nor4_2,0.67
clkdlybuf4s50_1,0.59
==> power by group through the flow <==
stage | combinational (mW) | clock (mW) | sequential (mW)
4_1_cts | 0.967 | 3.81 | 4.41
5_1_grt | 1.05 | 3.95 | 4.47
6_report | 0.973 | 3.78 | 4.41
==> area by class of cell <==
class                           count  area (sq um)
Fill cell                       10230         62680
Inverter                           17         67.56
Antenna cell                        6         15.01
Sequential cell                  1056         26430
Tap cell                         1524          1907
Timing Repair Buffer              247          2072
Multi-Input combinational cell   2285         19480
Clock buffer                      187          3601
Clock inverter                     22         270.3
==> worst min path at each step <==
stage                 slack (ns)                    start                      end
after CTS                   0.46  BTB[21][36]$_DFFE_PP0P_  BTB[21][36]$_DFFE_PP0P_
after global routing        0.47  BTB[18][36]$_DFFE_PP0P_  BTB[18][36]$_DFFE_PP0P_
final                       0.46  BTB[21][36]$_DFFE_PP0P_  BTB[21][36]$_DFFE_PP0P_
Power is estimated from default activity; no workload was simulated.
