==> flow/design.v <==
`timescale 1ns / 1ps
module BranchTargetBuffer #(
    parameter BTB_ADDR_LEN = 5                      
)(
    input clk,
    input rst,
    input BranchE,
    input BTB_HitE,
    input BHT_HitE,
    input BrInstE,
    input [31:0] PCF,                            
    input [31:0] PCE,                            
    input [31:0] BrNPC,                          
    output [31:0] PredictPC,                     
    output reg BTB_HitF,                         
    output BHT_HitF
);
localparam BTB_SIZE = 1 << BTB_ADDR_LEN;
wire we;
wire clear;
wire [BTB_ADDR_LEN - 1:0] PCF_addr, PCE_addr;
assign PCF_addr = {PCF[BTB_ADDR_LEN - 1:0]};
assign PCE_addr = {PCE[BTB_ADDR_LEN - 1:0]};
assign we = (BranchE & ~BTB_HitE);
assign clear = (~BranchE & BTB_HitE & BrInstE);
assign BHT_HitF = 1'b1;
assign PredictPC = BTB_HitF ? BTB[PCF_addr][31:0] : 32'dx;
reg [64:0] BTB [0:BTB_SIZE - 1];       
always @(*) begin
    if (rst) begin
        BTB_HitF = 1'b0;
    end
    else begin
        if (BTB[PCF_addr][64] == 1'b1 && PCF == BTB[PCF_addr][63:32]) begin
            BTB_HitF = 1'b1;
        end
        else begin
            BTB_HitF = 1'b0;
        end
    end
end
always @(posedge clk or posedge rst) begin
    if (rst) begin
        for (integer i = 0; i < BTB_SIZE; i++) begin
            BTB[i] <= 65'd0;
        end
    end
    else begin
        if (BranchE == 1'b1 && BTB_HitE == 1'b0) begin
            BTB[PCE_addr] <= {1'b1, PCE, BrNPC};
        end
        else if (clear == 1'b1) begin
            BTB[PCE_addr][64] <= 1'b0;
        end
    end
end
endmodule
==> flow/run.sh <==
#!/bin/bash
# OpenROAD 26Q1-2900-gdf79404cd8, Yosys 0.63+post, stock flow scripts
make -C /OpenROAD-flow-scripts/flow DESIGN_CONFIG=/design/flow/config.mk WORK_HOME=/design/flow/orfs finish
==> flow/config.mk <==
export PLATFORM = sky130hd
export DESIGN_NAME = BranchTargetBuffer
export DESIGN_NICKNAME = BranchTargetBuffer
export VERILOG_FILES = /design/flow/design.v
export SDC_FILE = /design/flow/constraint.sdc
export NUM_CORES = 4
export LEC_CHECK = 1
export CORE_UTILIZATION = 30
==> flow/constraint.sdc <==
current_design BranchTargetBuffer

set clk_period 9.7
set clk_io_pct 0.2

create_clock -name clk0 -period $clk_period [get_ports {clk}]

set non_clock_inputs [all_inputs -no_clocks]
set_input_delay [expr $clk_period * $clk_io_pct] -clock clk0 $non_clock_inputs
set_output_delay [expr $clk_period * $clk_io_pct] -clock clk0 [all_outputs]
==> impl_metrics.csv <==
group,metric,value,unit
drt,wl_per_cell,31.2,um
floorplanning,fp_util,30.3,%
drt,ant_nets,0,
final_layout,fill_cells,28100,
synthesis,top_cell,"dfrtp_1",
drt,vias_per_cell,5.67,
synthesis,yosysSeqAreaShare,57.7,%
global_route,grt_pass1_wl,485000,um
final_layout,combGateArea,35900,um2
drt,drt_wl_total,341000,um
power_and_ir_drop,p_comb_share,10.3,%
synthesis,synth-main-ff-cell,"dfrtp_1",
outcome,status,"completed",
power_and_ir_drop,power_density,197,nW/um2
final_layout,drive_above_1_share,38.2,%
floorplanning,die_width,550,um
power_and_ir_drop,p_total,20.5,mW
final_layout,seq_area,52000,um2
power_and_ir_drop,switchingPower,5.03,mW
setup_path,endpoint_kind,"output pin",
global_route,antenna_found_initial,10,
synthesis,yosys-stat-cells,6819,
setup_path,cp.required,7760,ps
cts,cts_setup_buffers,0,
run,maxCapViolations,0,
sta,grt_setup_unrepaired,"no",
placement,place_area,97100,um2
synthesis,synthDominantAreaCellType,"dfrtp_1",
final_layout,largest-register,"BTB",
placement,post-dp-hpwl,197000,um
setup_path,cp_max_fo,28,
run,warnings,61,
cts,cts.path.max_buffers,4,
cts,clock_sinks,2080,
placement,gp_congestion,0.900,
setup_path,r2r_start,"BTB[0][43]",
synthesis,yosys-top-cells-count,"dfrtp_1, mux2_2, a22oi_1",
setup_path,startpoint,"PCF[1]",
synthesis,yosysWarnings,2,
floorplanning,dieArea,303000,um2
floorplanning,io_pins,136,
drt,drc,0,
cts,insertion_delay,840,ps
setup_path,reg2reg_slack,8870,ps
synthesis,syn-mean-instance-area,13.2,um2
power_and_ir_drop,p_leak,49.2,nW
setup_path,arrival,7480,ps
cts,cts_resized,0,
worst_hold_path,hp-class,"register to register",
sta,hold_viol_final,0,
sta,tns,0,ps
floorplanning,fp.dieH,550,um
sta,period_used_share,97.1,%
synthesis,synth_cells,6819,
synthesis,syn_area,90200,um2
placement,port_buffers,133,
sta,drv_slew,0,
power_and_ir_drop,swShare,24.5,%
global_route,grt_max_degree,139,
drt,via_count,62000,
cts,htreeDepth,4,
sta,fmax,106,MHz
power_and_ir_drop,p_seq_share,50.4,%
final_layout,area_growth,15.2,%
synthesis,synth_chip_area,90200,um2
final_layout,finalNonFillerCells,10900,
global_route,first_global_vias,63400,
sta,tightest_slew,1240,ps
placement,dp_cells,10600,
sta,maxSlewHeadroom,16.3,%
drt,dr.pass1.iters,5,
floorplanning,rows,200,
cts,clkTransAtPathRegs,60,ps
floorplanning,core_area,298000,um2
synthesis,topCellsByArea,"dfrtp_1, mux2_2, a22oi_1, clkbuf_1, nand2_1",
power_and_ir_drop,cellInternalPower,15.5,mW
sta,whs,458,ps
synthesis,async_reset_ff_share,100,%
sta,setup_viol,0,
synthesis,top_cell_area_share,57.7,%
final_layout,largestRegisters,"BTB x2080",
cts,numCtsBuffers,206,
sta,fin_crit,9420,ps
final_layout,final_area,104000,um2
setup_path,path_class,"input port to output pin",
global_route,grt_usage,23.3,%
power_and_ir_drop,peakVddDrop,0.133,mV
synthesis,edf_count,0,
cts,cts_tree,"done",
worst_hold_path,min-delay-start,"BTB[21][36]",
power_and_ir_drop,clock_power_share,39.4,%
final_layout,largest_reg_flops,2080,
global_route,grt-ovfl-total,0,
cts,postCtsHoldBufs,0,
drt,drt_iter0_markers,4736,
synthesis,yosys.cell_types.count,76,
setup_path,cp-start-kind,"input port",
sta,fin_skew,0,ps
cts,root_buffer,"clkbuf_16",
synthesis,numSynthFlops,2080,
stage by stage:
step | utilization (%) | setup slack (ps)
after floorplan | - | -21120
after global placement | 32.6 | 465
after detailed placement | 32.6 | 500
after CTS | 34.9 | 487
after global routing | 34.9 | 86.4
final | 34.9 | 281
path summary, 6_finish.rpt:
check                               to  cells after the start
max                           BTB_HitF                     13
min                        BTB[21][36]                      1
max reg2reg                 BTB[0][43]                      1
min reg2reg                BTB[21][36]                      1
max in group asynchronous   BTB[11][5]                      5
min in group asynchronous  BTB[14][53]                      2
power by group through the flow:
stage | combinational [mW] | clock [mW] | sequential (mW)
CTS | 2.10 | 8.15 | 10.3
finish | 2.10 | 8.07 | 10.3
global route | 2.28 | 8.48 | 10.5
critical path, cell delays in order:
cell	delay, ps
buf_2	660
or3b_1	490
nor2_4	190
buf_4	380
a2111oi_0	570
nand3_1	120
nor4_1	1050
buf_4	260
xnor2_1	110
o2111ai_1	190
or4_1	640
nor4_2	310
clkdlybuf4s50_1	500
placed cells by master, fill, tap and decap left out, types with 35 or more instances in the layout:
master,count
clkbuf_1,52
a2111oi_0,45
nand3_1,73
nor4_1,48
and2_1,68
clkbuf_16,208
nor2_1,55
and3_1,152
mux2_2,1902
nor2_4,43
clkbuf_8,59
o21ai_0,56
nand2_1,266
a22oi_1,777
nand2b_1,52
or2_2,39
nand4_1,119
nor3_1,50
a21oi_1,50
a22o_1,35
clkdlybuf4s50_1,128
buf_4,289
dfrtp_1,2080
cell type report:
| type | count | area share (%) |
|---|---|---|
| sequential | 2080 | 50.1 |
| multi-input combinational | 4074 | 34.6 |
| clock buffer | 319 | 5.98 |
| tap | 3939 | 4.75 |
| timing repair buffer | 456 | 4.00 |
| clock inverter | 45 | 0.483 |
| inverter | 15 | 0.0578 |
| antenna | 4 | 0.00964 |
routing by layer:
metal	track usage (%)	vias up	wire length (um)
met3	13.6	793	49900
met5	0.750	-	410
met1	30.7	32600	133000
met4	7.95	19	14600
met2	32.2	3367	142000
li1	-	25200	-
logic make-up (layout without fill, tap and decap cells):
group,Yosys count,after routing,share of synthesized area [%]
other,1,5,0.00416
multiplexers,1927,1927,24.0
AND/OR/NAND/NOR,1066,1066,6.33
flip-flops,2080,2080,57.7
AND-OR/OR-AND,1062,1062,8.78
XOR/XNOR,18,18,0.175
buffers and inverters,665,835,2.96
No activity file was given, so power comes from the tool's default toggle rates.
